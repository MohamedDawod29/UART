### ./config.mk
export PLATFORM = sky130hd
export DESIGN_NAME = MyUART
export DESIGN_NICKNAME = MyUART
export VERILOG_FILES = /design/flow/design.v
export SDC_FILE = /design/flow/constraint.sdc
export NUM_CORES = 4
export LEC_CHECK = 1
export CORE_UTILIZATION = 30
### ./constraint.sdc
current_design MyUART

set clk_period 7.4
set clk_io_pct 0.2

create_clock -name clk0 -period $clk_period [get_ports {clk}]

set non_clock_inputs [all_inputs -no_clocks]
set_input_delay [expr $clk_period * $clk_io_pct] -clock clk0 $non_clock_inputs
set_output_delay [expr $clk_period * $clk_io_pct] -clock clk0 [all_outputs]
### ./design.v
module MyFIFO 
				#(parameter Adress = 8,  
				parameter DataBits = 9)  
				(
				input clk,reset_n,
				input rd_en,wr_en,
				input [DataBits-2:0] data_wr,
				output reg [DataBits-2:0] data_rd,
				output reg full,empty
				);
				reg [DataBits-2:0] MyFIFO [Adress-1:0];
				reg [2:0] wr_ptr,rd_ptr;
				reg [3:0] count;
				always @ (count)
				begin
					empty <= (count == 0);
					full <= (count == 8);
				end
				always @ (posedge clk,negedge reset_n)       
				begin
					if (~reset_n)
						count <= 0;
					else if (!empty && rd_en)
						count <= count - 1;
					else if (!full && wr_en)
						count <= count + 1;
					else
						count <= count;
				end
				always @ (posedge clk,negedge reset_n)      
				begin
					if (~reset_n)
						data_rd <= 0;
					else
					begin
						if (!empty && rd_en)
							data_rd <= MyFIFO[rd_ptr];
						else
							data_rd <= data_rd;
					end
				end
				always @ (posedge clk)    
				begin
					if (!full && wr_en)
						MyFIFO[wr_ptr] <= data_wr ;
					else
						MyFIFO[wr_ptr] <= MyFIFO[wr_ptr];
				end
				always @ (posedge clk ,negedge reset_n)         
				begin
					if (~reset_n)
					begin
						wr_ptr <= 0;
						rd_ptr <= 0;
					end
					else
				   begin	
						if (!full && wr_en)
							wr_ptr <= wr_ptr + 1;
						else
							wr_ptr <= wr_ptr;
						if (!empty && rd_en)
							rd_ptr <= rd_ptr + 1;
						else
							rd_ptr <= rd_ptr;
					end
				end	
endmodule
module MyReceiver 
						 #(parameter DataBits = 9,ClkTicks = 16)
						 (
						 input clk,reset_n,
						 input tick,
						 input DataR,
						 output reg DataDone,
						 output reg error_check,                                            
						 output [DataBits-2:0] DataROut,
						 output [$clog2(ClkTicks)-1:0] c,                            
						 output [$clog2(DataBits)-1:0] n
						 );
						 reg [1:0] Q_next , Q_present;
						 reg [$clog2(ClkTicks)-1:0] c_next, c_present;                                  
						 reg [$clog2(DataBits)-1:0] n_next, n_present;                          
						 reg [DataBits-2:0] st_next, st_present;                                   
						 reg parity_next,parity_present;
						 localparam idle = 0, start = 1, recieve = 2, stop = 3;
						 always @ (posedge clk,negedge reset_n)
						 begin
							if (~reset_n)
							begin
								Q_present <= idle;
								c_present <= 0;
								n_present <= 0;
								st_present <= 0;
								parity_present <= 0;
							end
							else
							begin
								Q_present <= Q_next;
								c_present <= c_next;
								n_present <= n_next;
								st_present <= st_next;
								parity_present	<=	parity_next;			
							end
						end
						always @ (*)
						begin
							Q_next = Q_present;
							st_next = st_present;
							c_next = c_present;
							n_next = n_present;
							DataDone = 1'b0;
							parity_next = parity_present;
							error_check = 0;
							case (Q_present)
								idle:                                       
								begin
									if (~DataR)
									begin
										c_next = 0;
										Q_next = start;
									end
									else
										Q_next = idle;
								end
								start:                                       
								begin
									if (tick)
									begin
										if (c_next == 7)
										begin
											c_next = 0;
											n_next = 0;
											Q_next = recieve;
										end
										else
										begin
											c_next = c_next + 1;
											Q_next = start;
										end
									end
									else
										Q_next = start;
								end
								recieve:                                               
								begin
									if (tick)
									begin
										if (c_next == (ClkTicks-1))
										begin
											st_next = {DataR,st_next[DataBits-2:1]};
											c_next = 0;
											parity_next = parity_next ^ DataR;
											if (n_next == (DataBits-1))
											begin
												DataDone = 1'b1;
												Q_next = stop;
												error_check = (parity_next == DataR);
											end
											else
											begin
												n_next = n_next + 1;
												Q_next = recieve;
											end
										end
										else
										begin
											c_next = c_next + 1;
											Q_next = recieve;
										end
									end
									else
										Q_next = recieve;
								end
								stop:                                                                
								begin
									if (tick)
									begin
										if (c_next == (ClkTicks-1))
										begin
											Q_next = idle;								
										end
										else
										begin
											c_next = c_next + 1;
											Q_next = stop;
										end
									end
									else
										Q_next = stop;
								end
								default:
									Q_next = idle;
							endcase
						end
					assign DataROut = st_present;
					assign n = n_present;
					assign c = c_present;
endmodule
module MyTransmitter
						 #(parameter DataBits = 9,ClkTicks = 16)
						 (
						 input clk,reset_n,
						 input tick,
						 input [DataBits-2:0] DataIn,
						 input DataTStart,
						 output reg DataDone,
						 output DataT,
						 output reg parityBit,
						 output [$clog2(ClkTicks)-1:0] c,                            
						 output [$clog2(DataBits)-1:0] n
						 );
						 reg [1:0] Q_next, Q_present;                            
						 reg DataT_next, DataT_present;
						 reg [$clog2(ClkTicks)-1:0] c_next, c_present;                                  
						 reg [$clog2(DataBits)-1:0] n_next, n_present;                          
						 reg [DataBits-2:0] st_next, st_present;                                   
						 reg parity_next,parity_present;
						 localparam idle = 0, start = 1, trans = 2, stop = 3;
						 always @ (posedge clk,negedge reset_n)
						 begin
							if (~reset_n)
							begin
								Q_present <= idle;
								c_present <= 0;
								n_present <= 0;
								st_present <= 0;
								DataT_present <= 1'b0;
								parity_present <= 1'b0;
							end
							else
							begin
								Q_present <= Q_next;
								c_present <= c_next;
								n_present <= n_next;
								st_present <= st_next;
								parity_present	<= parity_next;
								if (n_present == (DataBits-1))
									DataT_present <= parityBit ;
								else
									DataT_present <= DataT_next;
							end
						end
						always @ (*)
						begin
							Q_next = Q_present;
							st_next = st_present;
							c_next = c_present;
							n_next = n_present;
							DataDone = 1'b0;
							parity_next	= parity_present;
							parityBit = 1'b0;
							case (Q_present)
								idle:                                       
								begin
									DataT_next = 1'b1;
									if (DataTStart)
									begin
										c_next = 0;
										st_next = DataIn;
										Q_next = start;
									end
									else
										Q_next = idle;
								end
								start:                                       
								begin
									DataT_next = 1'b0;
									if (tick)
									begin
										if (c_next == 7)
										begin
											c_next = 0;
											n_next = 0;
											Q_next = trans;
										end
										else
										begin
											c_next = c_next + 1;
											Q_next = start;
										end
									end
									else
										Q_next = start;
								end
								trans:                                               
								begin
									DataT_next = st_next[0];
									if (tick)
									begin
										if (c_next == (ClkTicks-1))
										begin
											c_next = 0;
											st_next = st_next >> 1;
											if (n_next == (DataBits-1))
											begin
												n_next = 0;
												Q_next = stop;
											end
											else
											begin
												n_next = n_next + 1;
												parity_next = parity_next ^ DataT_next;
												if (n_next == DataBits-2) 
													parityBit = parity_next;
												Q_next = trans;
											end
										end
										else
										begin
											c_next = c_next + 1;
											Q_next = trans;
										end
									end
									else
										Q_next = trans;
								end
								stop:                                                                
								begin
									DataT_next = 1'b1;
									if (tick)
									begin
										if (c_next == (ClkTicks-1))
										begin
											DataDone = 1'b1;
											Q_next = idle;
										end
										else
										begin
											c_next = c_next + 1;
											Q_next = stop;
										end
									end
									else
										Q_next = stop;
								end
								default:
									Q_next = idle;
							endcase
						end
					assign DataT = DataT_present;
					assign n = n_present;
					assign c = c_present;
endmodule
module MyUART 
				#(parameter DataBits = 9,ClkTicks = 16)
				(
				input clk,reset_n,
				input [11:0] FinalValue,
				input [DataBits-2:0] w_data,
				input wr_en,
				output T_full,
				output [DataBits-2:0] r_data,
				input rd_en,
				output R_empty,
				output [$clog2(ClkTicks)-1:0] c_T,                            
				output [$clog2(DataBits)-1:0] n_T,
				output [$clog2(ClkTicks)-1:0] c_R,                            
				output [$clog2(DataBits)-1:0] n_R,
			   output error_check
				);
				wire tick_en;               
				wire read_en_FIFO;          
				wire FIFO_T_empty;
				wire startT_en;             
				wire [DataBits-2:0] Data_FT;          
				wire write_en_FIFO;
				wire [DataBits-2:0] Data_RF; 
				wire data_TR;
				wire parityBit;
				Timer #(.n(12)) Stage0
				(
				.clk(clk),
				.reset_n(reset_n),
				.final_value(FinalValue),               
				.done(tick_en)                                 
				);   
				MyFIFO #(.DataBits(DataBits), .Adress(8)) Stage1
				(
				.clk(clk),
				.reset_n(reset_n),
			   .wr_en(wr_en),                                           
				.rd_en(read_en_FIFO),                                          
				.data_wr(w_data),                                            
				.data_rd(Data_FT),                                          
				.empty(FIFO_T_empty),                                               
				.full(T_full)                                                
				);
				assign startT_en = ~FIFO_T_empty;
				MyTransmitter #(.DataBits(DataBits), .ClkTicks(ClkTicks)) Stage2
				(
				.clk(clk),
				.reset_n(reset_n),
			   .tick(tick_en),                                             
				.DataIn(Data_FT),                                          
				.DataTStart(startT_en),                                     
				.DataDone(read_en_FIFO),                                      
				.DataT(data_TR),
				.parityBit(parityBit),
				.c(c_T),
				.n(n_T)
				);
				MyReceiver #(.DataBits(DataBits), .ClkTicks(ClkTicks))  Stage3
				(
				.clk(clk),
				.reset_n(reset_n),
				.tick(tick_en),																		
				.DataR(data_TR),
				.DataDone(write_en_FIFO),
            .DataROut(Data_RF),
				.error_check(error_check),
				.n(n_R),
				.c(c_R)
				);
				MyFIFO #(.DataBits(DataBits), .Adress(8)) Stage4
				(
				.clk(clk),
				.reset_n(reset_n),
			   .wr_en(write_en_FIFO),
				.rd_en(rd_en),
				.data_wr(Data_RF),
				.data_rd(r_data),
				.empty(R_empty),
				.full()
				);
endmodule
module Timer 
				#(parameter n = 8)
				(
				input clk,reset_n,
				input [n-1:0] final_value,
				output reg done
				);
				reg [n-1:0] Q;
				always @ (posedge clk , negedge reset_n)
				begin
					if (~reset_n)
						Q <= 'b0;
					else
					begin
						if ( Q == final_value)
						begin
							done <= 1'b1;
							Q <= 'b0;
						end
						else 
						begin
							done <= 1'b0;
							Q <= Q+1;
						end
					end
				end
endmodule 					
### ./run.sh
#!/bin/bash
# OpenROAD 26Q1-2900-gdf79404cd8, Yosys 0.63+post, stock flow scripts
make -C /OpenROAD-flow-scripts/flow DESIGN_CONFIG=/design/flow/config.mk WORK_HOME=/design/flow/orfs finish
==> flow_summary_export.csv <==
group,metric,value,unit
setup_path,critPathKind,"flip-flop to primary output",
clock_tree,clock_latency,490,ps
sta,finalCriticalPeriod,4070,ps
cells_and_area,fillers,2907,
global_route,grt_pass1_wl,27000,um
clock_tree,cts.clk_slew.worst_paths,60,ps
clock_tree,holdBufCountCts,0,
yosys,yosys_warnings,4,
sta,period_used_share,55.0,%
sta,setup_viol,0,
sta,fin_tns_setup,0,ps
floorplan,chip_area,32100,sq um
setup_path,r2r-end,"Stage1.count[2]",
cells_and_area,area_growth,17.6,%
power_and_ir_drop,p_per_area,271,nW/um^2
place,dp.final_hpwl,10700,um
sta,fmax,246,MHz
sta,rsz0062_at_grt,"no",
power_and_ir_drop,ir_worst_vdd,0.151,mV
yosys,syn_area_per_cell,14.3,sq um
clock_tree,h-tree-depth,1,
setup_path,worstPathRequired,5920,ps
floorplan,fp_util,30.6,%
outcome,outcome,"finished clean",
setup_path,reg2reg_from,"Stage2.c_present[0]",
floorplan,row_count,64,
place,portBuffers,50,
floorplan,die_h,179,um
clock_tree,post_cts_resized,0,
detailed_routing,drtIter0Drc,292,
yosys,ys_seq_share,65.1,%
yosys,async_flop_share,41.1,%
sta,slew_headroom,46.9,%
sta,worst_pin_slew,793,ps
setup_path,max_stage_delay,700,ps
detailed_routing,vias,5257,
job,cap_violations,0,
global_route,grt_max_degree,39,
clock_tree,cts_tree,"done",
yosys,synthTopCellsByCount,"129 x edfxtp_1, 88 x dfrtp_1, 52 x nand2_1",
yosys,ys_cells,658,
cells_and_area,fin_area,11100,sq um
place,gp_congestion,0.799,
yosys,top_cell_area_share,41.1,%
setup_path,cp_max_fo,19,
floorplan,pin_count,51,
global_route,grt_pass1_vias,5424,
yosys,syn_area,9420,sq um
sta,slew_violations,0,
detailed_routing,antenna_cells,0,
clock_tree,cts_root_buf,"clkbuf_16",
floorplan,core-area,30700,sq um
yosys,most_common_cell,"edfxtp_1",
global_route,grt_usage,10.9,%
yosys,numSynthFlops,219,
worst_hold_path,hold_path.class,"flip-flop to flip-flop",
yosys,ff_type,"edfxtp_1",
detailed_routing,avgRoutedWirePerCell,14.2,um
setup_path,critical_path.startpoint,"Stage0.done",
setup_path,startpoint_type,"flip-flop",
sta,finalHoldViolCount,0,
power_and_ir_drop,leakage,0.00385,uW
setup_path,r2r_slack,4110,ps
clock_tree,postCtsSetupBuffers,0,
detailed_routing,viasPerCell,4.67,
setup_path,worst_r2r_path_depth,9,
detailed_routing,drt_wl_total,16000,um
yosys,synth_cells,658,
detailed_routing,ant_nets,0,
clock_tree,clock-sinks,219,
setup_path,cp_cell_sequence,"nand4_1, nor4_1, clkdlybuf4s50_1",
setup_path,cpMaxStageDelayCell,"edfxtp_1",
setup_path,endpoint_kind,"primary output",
yosys,area_leaders,"edfxtp_1 41%, dfrtp_1 23%, mux4_2 7.7%",
setup_path,setup.worst_path.end,"error_check",
clock_tree,cts_buffers,23,
yosys,yosysTopAreaCell,"edfxtp_1",
floorplan,die_w,179,um
place,placed_area,10400,sq um
cells_and_area,drive_gt1_share,13.8,%
sta,finClkSkew,7.00,ps
job,tool_warnings,27,
global_route,antenna_found_initial,0,
global_route,grt-ovfl-total,0,
yosys,synth-edff-count,129,
clock_tree,cts_max_path_buffers,3,
setup_path,worst_ep_arrival_time,2590,ps
yosys,synth.distinct_cells,61,
detailed_routing,drc_errors,0,
yosys,yosys.stat.chipArea,9420,sq um
detailed_routing,first_pass_iters,22,
-- cells by family after synthesis --
family                   count (synthesis)  synth area share [%]
adder cells (fa/ha/maj)                 15                  2.07
AND/OR/NAND/NOR                        180                  9.67
AND-OR/OR-AND                           87                  5.74
flip-flops                             219                  65.1
multiplexers                            72                  12.0
buffers and inverters                   50                  2.14
XOR/XNOR                                35                  3.26
-- worst max-delay path, delay by kind of cell, from the launching register on --
family,cells,cell delay [ps]
DFF,1,700
and+or+nand+nor,2,850
buffers and inverters,1,550
-- power by group --
part / switching, uW / leakage [uW] / total [uW] / internal [uW]
combinational: 187 / 0.00129 / 394 / 207
clock: 445 / 0.000344 / 1060 / 618
sequential: 130 / 0.00221 / 1540 / 1410
total: 761 / 0.00385 / 3000 / 2240
-- sequential cells by signal, indices dropped and copies added, names as in the netlist, 3 cells and up --
signal and cells:
Stage0.Q 12, Stage1.MyFIFO 64, Stage1.count 4, Stage1.data_rd 8
Stage1.rd_ptr 3, Stage1.wr_ptr 3, Stage2.Q_present 4, Stage2.c_present 4
Stage2.n_present 4, Stage2.st_present 8, Stage3.Q_present 4, Stage3.c_present 4
Stage3.n_present 4, Stage3.st_present 8, Stage4.MyFIFO 64, Stage4.count 4
Stage4.data_rd 8, Stage4.rd_ptr 3, Stage4.wr_ptr 3
-- worst min-delay path by stage --
stage / cells after the start / to / from
after CTS: 1 / Stage3.parity_present / Stage3.parity_present
after global routing: 1 / Stage3.parity_present / Stage3.parity_present
final: 2 / Stage4.data_rd[7] / Stage4.data_rd[7]
-- final cells by class --
type	count	area, sq um	area share (%)
Clock inverter	12	95.1	0.858
Timing Repair Buffer	63	596	5.38
Clock buffer	29	608	5.49
Inverter	18	67.6	0.610
Tap cell	396	495	4.47
Sequential cell	219	6130	55.3
Multi-Input combinational cell	389	3090	27.9
-- placed cells by master, fill, tap and decap left out, types with 4 or more instances in the layout --
cell / count
inv_1: 17
edfxtp_1: 129
ha_1: 14
buf_4: 14
clkdlybuf4s50_1: 49
clkinv_2: 4
mux4_2: 32
mux2i_1: 30
clkbuf_16: 23
xor2_1: 7
a21oi_1: 16
nor2b_1: 5
nand2_1: 52
clkbuf_1: 5
nor2_1: 39
mux2_2: 10
dfrtp_1: 88
nand3b_1: 4
and3_1: 4
o21ai_0: 41
nand4_1: 10
nor4_1: 8
nand2b_1: 6
nand3_1: 17
nor3_1: 14
xnor2_1: 28
-- layer usage --
metal	up-vias	track usage, %	share of wire, %
met4	0	2.07	2.1
met1	2541	16.2	46
li1	2581	-	-
met3	25	3.24	6.0
met2	110	16.8	45
met5	-	0	0
-- metrics by stage --
stage	total power [uW]	cells	hold WS, ps	utilization, %	setup slack [ps]
after CTS	3050	1126	478	36.0	3310
after global placement	1960	1085	464	33.7	3780
final	3000	1126	475	36.0	3330
after floorplan	1830	658	426	-	4460
after detailed placement	1970	1085	470	33.7	3720
after global routing	3160	1126	511	36.0	3100
Power and IR drop assume default switching activity.
